==> design/flow/design.v <==
module MEM_MMU (
    input clk,
    input rst,
    input switch,
    input [63:0] satp,
    input [1:0] priv,
    input [63:0] wdata_cpu,
    input [63:0] address_cpu,
    input [7:0] mask_cpu,
    input we_cpu,
    input re_cpu,
    output [63:0] address,
    output we_mem,
    output re_mem,
    output [63:0] wdata_mem,
    output [7:0] wmask_mem,
    input [63:0] rdata_mem,
    input mem_rvalid,
    output [63:0]phy_mem,
    output phy_mem_stall
);
    wire [63:0] VPN2 = {55'b0, address_cpu[38:30]};
    wire [63:0] VPN1 = {55'b0, address_cpu[29:21]};
    wire [63:0] VPN0 = {55'b0, address_cpu[20:12]};
    wire [63:0] PPN = {20'b0, satp[43:0]};
    wire [63:0] PTE = {20'b0, rdata_mem[53:10]};
    wire [63:0] offset = {52'b0, address_cpu[11:0]};
    reg [2:0] state;
    reg re_reg, we_reg;
    reg [63:0] address_reg;
    reg [7:0] mask_reg;
    parameter IDLE = 3'b000;
    parameter PAGE2 = 3'b001;
    parameter PAGE1 = 3'b010;
    parameter PAGE0 = 3'b011;
    parameter NOPAGE = 3'b100;
    always @(posedge clk) begin
        if(rst | switch) begin
            re_reg <= 1'b0;
            we_reg <= 1'b0;
            state <= IDLE;
        end
        else if(re_cpu | we_cpu) begin
            case (state)
                IDLE: begin
                    if(satp == 64'b0 || priv == 2'b11) begin
                        re_reg <= re_cpu;
                        we_reg <= we_cpu;
                        address_reg <= address_cpu;
                        mask_reg <= mask_cpu;
                        state <= NOPAGE;   
                    end
                    else begin
                        re_reg <= 1'b1;
                        we_reg <= 1'b0;
                        mask_reg <= 8'b11111111;
                        address_reg <= ((PPN << 12) + (VPN2 << 3));
                        state <= PAGE2;   
                    end
                end 
                PAGE2: begin  
                    if(~mem_rvalid) begin
                        state <= PAGE2;          
                    end
                    else begin
                        if(rdata_mem[3:1] != IDLE) begin
                            address_reg <= ((PTE << 12) + {34'b0, address_cpu[29:0]});
                            re_reg <= re_cpu;
                            we_reg <= we_cpu;
                            mask_reg <= mask_cpu;
                            state <= NOPAGE;
                        end
                        else begin
                            address_reg <= ((PTE << 12) + (VPN1 << 3));
                            state <= PAGE1;   
                        end
                    end
                end
                PAGE1: begin  
                    if(~mem_rvalid) begin
                        state <= PAGE1;          
                    end
                    else begin
                        address_reg <= ((PTE << 12) + (VPN0 << 3));
                        state <= PAGE0;  
                    end
                end
                PAGE0: begin  
                    if(~mem_rvalid) begin
                        state <= PAGE0;          
                    end
                    else begin
                        address_reg <= ((PTE << 12) + offset);
                        re_reg <= re_cpu;
                        we_reg <= we_cpu;
                        mask_reg <= mask_cpu;
                        state <= NOPAGE;
                    end
                end
                NOPAGE: begin  
                    if(~mem_rvalid) begin
                        state <= NOPAGE;          
                    end
                    else begin
                        re_reg <= 1'b0;
                        we_reg <= 1'b0;
                        state <= IDLE;
                    end
                end
                default: begin
                    re_reg <= 1'b0;
                    we_reg <= 1'b0;
                    state <= IDLE;
                end
            endcase
        end
        else begin
            re_reg <= 1'b0;
            we_reg <= 1'b0;
            state <= IDLE;
        end
    end
    assign re_mem = re_reg;
    assign we_mem = we_reg;
    assign wmask_mem = mask_reg;
    assign wdata_mem = wdata_cpu;
    assign phy_mem = rdata_mem;
    assign address = address_reg;
    assign phy_mem_stall = !((state==IDLE & ~re_cpu & ~we_cpu) | (state==NOPAGE & mem_rvalid));
endmodule
==> design/flow/run.sh <==
#!/bin/bash
# OpenROAD 26Q1-2900-gdf79404cd8, Yosys 0.63+post, stock flow scripts
make -C /OpenROAD-flow-scripts/flow DESIGN_CONFIG=/design/flow/config.mk WORK_HOME=/design/flow/orfs finish
==> design/flow/config.mk <==
export PLATFORM = sky130hd
export DESIGN_NAME = MEM_MMU
export DESIGN_NICKNAME = MEM_MMU
export VERILOG_FILES = /design/flow/design.v
export SDC_FILE = /design/flow/constraint.sdc
export NUM_CORES = 4
export LEC_CHECK = 1
export CORE_AREA = 10 10 197 197
export DIE_AREA = 0 0 207 207
==> design/flow/constraint.sdc <==
current_design MEM_MMU

set clk_period 10.9
set clk_io_pct 0.2

create_clock -name clk0 -period $clk_period [get_ports {clk}]

set non_clock_inputs [all_inputs -no_clocks]
set_input_delay [expr $clk_period * $clk_io_pct] -clock clk0 $non_clock_inputs
set_output_delay [expr $clk_period * $clk_io_pct] -clock clk0 [all_outputs]
==> ci_impl_report.md <==
### Flow metrics

| Metric | Value |
|---|---|
| Outcome | completed |
| Tool warnings | 25 |
| R2r startpoint | state[2]$_DFF_P_ |
| Synthesis-to-layout area growth | 43.5% |
| DR WL met3 | 2.99 mm |
| Number of enable flip-flop cells | 72 |
| Leakage | 3.47 nW |
| Sequential fraction of the synthesis area | 33.3% |
| Slew headroom | between 30% and 40% |
| Post_cts resized | 0 |
| Antenna-violating nets left | 0 |
| Hold Vio Cnt, Final | 0 |
| Number of synthesized register bits | between 70 and 80 |
| Worst vdd ir | 0.0000794 V |
| Gr ovfl total | 0 |
| Area leader share | approximately 31% |
| PwrDens | around 94 nW/um^2 |
| Max reg flops | 64 |
| H-tree levels | 3 |
| Yosys stat chip area | about 6900 um^2 |
| Post-CTS Setup Bufs | 0 |
| Total of max-cap violations | 0 |
| Cells after synthesis | 754 |
| Layout fillers | between 3000 and 4000 |
| Worst r2r path cells | 6 |
| Antenna diodes | 0 |
| Comb gate area | between 3000 and 4000 um^2 |
| Worst-case clock buffer depth | 2 |
| Hold EP | we_reg$_SDFFE_PP0P_ |
| Worst hold stages | 2 |
| Dominant flop cell | edfxtp_1 |
| Hold Crit Class | reg -> reg |
| Initial DRC Count | about 350 |
| Hold path startpoint | we_reg$_SDFFE_PP0P_ |
| Finished Layout Cells | between 1000 and 1500 |
| I/O pin count | around 480 |
| Clock skew | 0.0147 ns |
| Area of the core | 34500 um^2 |
| Critical path type | in -> out |
| Clock latency (worst-skew pair) | approximately 0.36 ns |
| Register area | 2300 um^2 |
| Synth cell types | 68 |
| Chip area | 42800 um^2 |
| Async set or reset register ratio after synthesis | 0% |
| Period utilization | 53.8% |
| Final setup vio count | 0 |
| Least-Margin Pin Slew | ~0.94 ns |
| Max Transition Viols Final | 0 |
| Die height | just over 200 um |
| Die width | a little over 200 um |
| YS warnings | 1 |
| Drt total wl | 33.8 mm |
| Worst r2r dst | address_reg[30]$_DFFE_PP_ |
| Average size of a mapped cell | about 9.2 um^2 |
| Placer Congestion | ~0.9 |
| Setup TNS | 0 ns |
| Setup repair after global routing missed its margin | false |
| Post-synth top cells | 128 x buf_4, 72 x edfxtp_1, 61 x nand2_1 |
| Initial antenna violation count | 2 |
| DRC Markers | 0 |
| TritonRoute pass-1 iters | 5 |
| Largest net degree at the start of global routing | ~45 |
| Hpwl dp | between 20 and 30 mm |
| Via density | 4.75 |
| Rows | slightly below 70 |
| TritonCTS Sinks | around 79 |
| WP data arrival | between 3 and 4 ns |
| Number of global-route vias before repair | roughly 7000 |
| Drt wl/cell | 24.3 um |
| Ys cells | about 750 |
| Fmax | 0.170 GHz |
| CP required | approximately 8.7 ns |
| Floorplan utilization | 20.0% |
| Post-synth top area cell | edfxtp_1 |
| Root Driver | clkbuf_16 |
| CTS Hold Bufs | 0 |
| Total track usage | about 15% |
| CTS tree | built |
| Highest metal used | met5 |
| Reg2Reg Setup Slack | between 8 and 9 ns |
| Placed cells | 1375 |
| Metal1 wirelength | about 14 mm |
| Num CTS Buffers | 9 |
| Clock Pin Slew Worst Setup and Hold Paths | 0.06 ns |
| Final Util | ~29% |
| First-pass GRT wire length | slightly below 50 mm |
| Share of cells above drive strength 1 | 6.52% |
| Startpoint Class | primary input |
| Via count | 6601 |
| Synthesized area | around 7000 um^2 |
| CP max FO | 10 |
| Worst Setup End Kind | output pin |
| I/O Buffers | 312 |
| Most common cell in the netlist | buf_4 |
| Tmin final | a little under 6 ns |
| Met2 wire length | between 15 and 20 mm |
| Cell area leaders | edfxtp_1 31%, buf_4 14%, mux2i_1 4.9% |
| Hold_ws | 0.500 ns |
## routing by layer
metal | vias up | track usage, %
met5 | - | 0
met4 | 4 | 3.59
met3 | 67 | 5.31
met2 | 355 | 25.3
met1 | 3076 | 19.0
li1 | 3099 | -
## cell type report
cell class	count	area share, %
well taps	455	5.74
multi-input cells	505	35.4
repair buffers	329	32.7
clock buffers	10	2.31
clock inverters	6	0.378
inverters	7	0.265
flip-flops and latches	79	23.2
## worst max-delay path by stage
stage / startpoint / end / slack [ns] / depth (start not counted)
CTS: mem_rvalid / phy_mem_stall / 4.97 / 3
global route: mem_rvalid / phy_mem_stall / 4.92 / 3
finish: mem_rvalid / phy_mem_stall / 5.03 / 3
## worst max-delay path: stages
cell and delay, ns:
clkdlybuf4s50_1 0.64, a22oi_1 0.34, clkdlybuf4s50_1 0.52
## placed cells by master (no fill, tap or decap), drive strengths merged, types with 11 or more instances in the layout
cell / n
a221o: 14
nand4: 13
a211oi: 13
nor2: 52
ha: 18
and2: 12
o221ai: 14
buf: 17
nor4: 19
a22oi: 14
nand3: 15
nand2b: 18
xnor2: 14
o21ai: 16
nor3: 11
nand2: 63
mux2: 14
a21oi: 38
edfxtp: 72
mux2i: 34
clkdlybuf4s50: 312
## report_power, final
group | leakage, nW | internal [mW] | switching (mW)
clock network | 0.126 | 0.154 | 0.138
registers | 0.712 | 0.350 | 0.00443
logic | 2.63 | 0.155 | 0.134
total | 3.47 | 0.659 | 0.276
## cells by family after synthesis
| logic type | Yosys count | share of synthesized area, % |
|---|---|---|
| XOR/XNOR | 20 | 2.53 |
| multiplexers | 48 | 7.20 |
| buffers and inverters | 170 | 16.5 |
| AND/OR/NAND/NOR | 229 | 16.5 |
| adder cells (fa/ha/maj) | 19 | 3.55 |
| AND-OR/OR-AND | 189 | 20.5 |
| flip-flops | 79 | 33.3 |
## stage by stage
step	area, um^2	setup WS [ns]	total power [mW]
global route	9930	4.92	0.983
floorplan	6920	4.54	0.503
CTS	9930	4.97	0.948
finish	9930	5.03	0.935
global placement	9660	4.80	0.651
detailed placement	9660	4.80	0.651
No activity file was given, so power comes from the tool's default toggle rates.
