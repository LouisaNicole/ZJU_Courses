==> /design/flow/design.v <==
module Uart (
    input wire async_resetn,
    (* X_INTERFACE_INFO = "xilinx.com:signal:clock:1.0 clock CLK" *)
    (* X_INTERFACE_PARAMETER = "ASSOCIATED_BUSIF S_AXI_LITE, FREQ_HZ 100000000" *)
    input wire clock,
    (* X_INTERFACE_INFO = "xilinx.com:interface:aximm:1.0 S_AXI_LITE AWADDR" *)
    (* X_INTERFACE_PARAMETER = "CLK_DOMAIN clock, ID_WIDTH 0, PROTOCOL AXI4LITE, DATA_WIDTH 32" *)
    input wire [15:0] s_axi_awaddr,
    (* X_INTERFACE_INFO = "xilinx.com:interface:aximm:1.0 S_AXI_LITE AWVALID" *)
    input wire s_axi_awvalid,
    (* X_INTERFACE_INFO = "xilinx.com:interface:aximm:1.0 S_AXI_LITE AWREADY" *)
    output wire s_axi_awready,
    (* X_INTERFACE_INFO = "xilinx.com:interface:aximm:1.0 S_AXI_LITE WDATA" *)
    input wire [31:0] s_axi_wdata,
    (* X_INTERFACE_INFO = "xilinx.com:interface:aximm:1.0 S_AXI_LITE WVALID" *)
    input wire s_axi_wvalid,
    (* X_INTERFACE_INFO = "xilinx.com:interface:aximm:1.0 S_AXI_LITE WREADY" *)
    output wire s_axi_wready,
    (* X_INTERFACE_INFO = "xilinx.com:interface:aximm:1.0 S_AXI_LITE BRESP" *)
    output reg [1:0] s_axi_bresp,
    (* X_INTERFACE_INFO = "xilinx.com:interface:aximm:1.0 S_AXI_LITE BVALID" *)
    output reg s_axi_bvalid,
    (* X_INTERFACE_INFO = "xilinx.com:interface:aximm:1.0 S_AXI_LITE BREADY" *)
    input wire s_axi_bready,
    (* X_INTERFACE_INFO = "xilinx.com:interface:aximm:1.0 S_AXI_LITE ARADDR" *)
    input wire [15:0] s_axi_araddr,
    (* X_INTERFACE_INFO = "xilinx.com:interface:aximm:1.0 S_AXI_LITE ARVALID" *)
    input wire s_axi_arvalid,
    (* X_INTERFACE_INFO = "xilinx.com:interface:aximm:1.0 S_AXI_LITE ARREADY" *)
    output wire s_axi_arready,
    (* X_INTERFACE_INFO = "xilinx.com:interface:aximm:1.0 S_AXI_LITE RDATA" *)
    output reg [31:0] s_axi_rdata,
    (* X_INTERFACE_INFO = "xilinx.com:interface:aximm:1.0 S_AXI_LITE RRESP" *)
    output reg [1:0] s_axi_rresp,
    (* X_INTERFACE_INFO = "xilinx.com:interface:aximm:1.0 S_AXI_LITE RVALID" *)
    output reg s_axi_rvalid,
    (* X_INTERFACE_INFO = "xilinx.com:interface:aximm:1.0 S_AXI_LITE RREADY" *)
    input wire s_axi_rready,
    output reg interrupt,
    (* X_INTERFACE_INFO = "xilinx.com:interface:uart:1.0 RS232 TxD" *)
    output reg TxD,
    (* X_INTERFACE_INFO = "xilinx.com:interface:uart:1.0 RS232 RxD" *)
    input wire RxD,
    (* X_INTERFACE_INFO = "xilinx.com:interface:uart:1.0 RS232 RTSn" *)
    output reg RTSn,
    (* X_INTERFACE_INFO = "xilinx.com:interface:uart:1.0 RS232 CTSn" *)
    input wire CTSn
);
wire reset;
(* ASYNC_REG="true" *)
reg  [2:0] reset_sync;
assign reset = reset_sync[2];
always @(posedge clock)
    reset_sync <= {reset_sync[1:0], !async_resetn};
reg  [7:0] rx_buf [(1<<4)-1:0];
reg  [4-1:0] rx_inp_pos;
reg  [4-1:0] rx_out_pos;
wire [4-1:0] rx_inp_nxt;
wire [4-1:0] rx_out_nxt;
wire rx_full;
wire rx_empty;
wire rx_irq;
assign rx_full = rx_inp_nxt == rx_out_pos;
assign rx_empty = rx_inp_pos == rx_out_pos;
assign rx_inp_nxt = rx_inp_pos + 1;
assign rx_out_nxt = rx_out_pos + 1;
assign rx_irq = !rx_empty;
reg  [7:0] tx_buf [(1<<4)-1:0];
reg  [4-1:0] tx_inp_pos;
reg  [4-1:0] tx_out_pos;
wire [4-1:0] tx_inp_nxt;
wire [4-1:0] tx_out_nxt;
wire [4-1:0] tx_len;
wire tx_full;
wire tx_empty;
wire tx_irq;
reg tx_stop;
reg [7:0] xon_xoff_inp;
reg [7:0] xon_xoff_out;
assign tx_full = tx_inp_nxt == tx_out_pos;
assign tx_empty = tx_inp_pos == tx_out_pos;
assign tx_inp_nxt = tx_inp_pos + 1;
assign tx_out_nxt = tx_out_pos + 1;
assign tx_len = tx_inp_pos - tx_out_pos;
assign tx_irq = tx_len <= (1 << (4 - 2));
parameter integer BAUD_RATE = 32'd115200;
parameter integer PHASE_MAX_tmp = (100000000/ 8 / BAUD_RATE - 1);
parameter shortint PHASE_MAX = PHASE_MAX_tmp[15:0];
parameter shortint PHASE_RXC = PHASE_MAX / 2;
reg [4-1:0] rx_state;
reg [4-1:0] tx_state;
reg [15:0] rx_phase;
reg [15:0] tx_phase;
reg [7:0] rx_rg;
reg [7:0] tx_rg;
reg CTS0;
always @(posedge clock) begin
    if (reset) begin
        RTSn <= 1;
        CTS0 <= 1;
        TxD <= 1;
        rx_inp_pos <= 0;
        tx_out_pos <= 0;
        rx_state <= 0;
        tx_state <= 0;
        rx_phase <= 0;
        tx_phase <= 0;
        xon_xoff_out <= 0;
    end else begin
        RTSn <= rx_full;
        if (tx_phase == PHASE_MAX) begin
            CTS0 <= CTSn;
            case (tx_state)
            0:
                if (CTSn == 0 && CTS0 == 0) begin
                  if (xon_xoff_inp != xon_xoff_out) begin
                      if (xon_xoff_inp != 0) begin
                          TxD <= 0;
                          tx_state <= 1;
                          tx_rg <= xon_xoff_inp;
                      end
                      xon_xoff_out <= xon_xoff_inp;
                  end else if (!tx_empty && !tx_stop) begin
                      TxD <= 0;
                      tx_state <= 1;
                      tx_rg <= tx_buf[tx_out_pos];
                      tx_out_pos <= tx_out_nxt;
                  end
                end
            1: begin TxD <= tx_rg[0]; tx_state <= 2; end
            2: begin TxD <= tx_rg[1]; tx_state <= 3; end
            3: begin TxD <= tx_rg[2]; tx_state <= 4; end
            4: begin TxD <= tx_rg[3]; tx_state <= 5; end
            5: begin TxD <= tx_rg[4]; tx_state <= 6; end
            6: begin TxD <= tx_rg[5]; tx_state <= 7; end
            7: begin TxD <= tx_rg[6]; tx_state <= 8; end
            8: begin TxD <= tx_rg[7]; tx_state <= 9; end
            9: begin TxD <= 1; tx_state <= 0; end
            endcase
            tx_phase <= 0;
        end else begin
            tx_phase <= tx_phase + 1;
        end
        if (rx_phase == PHASE_MAX) begin
            case (rx_state)
            0: if (RxD == 0) begin rx_state <= 1; end
            1: begin rx_rg[0] <= RxD; rx_state <= 2; end
            2: begin rx_rg[1] <= RxD; rx_state <= 3; end
            3: begin rx_rg[2] <= RxD; rx_state <= 4; end
            4: begin rx_rg[3] <= RxD; rx_state <= 5; end
            5: begin rx_rg[4] <= RxD; rx_state <= 6; end
            6: begin rx_rg[5] <= RxD; rx_state <= 7; end
            7: begin rx_rg[6] <= RxD; rx_state <= 8; end
            8: begin rx_rg[7] <= RxD; rx_state <= 9; end
            9:
                begin
                    rx_buf[rx_inp_pos] <= rx_rg;
                    rx_inp_pos <= rx_inp_nxt;
                    rx_state <= 0;
                end
            endcase
            rx_phase <= 0;
        end else if (rx_state == 0 && RxD == 1) begin
            rx_phase <= PHASE_RXC;
        end else begin
            rx_phase <= rx_phase + 1;
        end
    end
end
reg [1:0] irq_enable;
reg [15:0] read_addr;
reg [15:0] write_addr;
reg [31:0] write_data;
reg rd_req;
reg [1:0] wr_req;
assign s_axi_arready = !rd_req && !s_axi_rvalid;
assign s_axi_awready = !wr_req[0] && !s_axi_bvalid;
assign s_axi_wready = !wr_req[1] && !s_axi_bvalid;
always @(posedge clock) begin
    if (reset) begin
        s_axi_rdata <= 0;
        s_axi_rresp <= 0;
        s_axi_rvalid <= 0;
        s_axi_bresp <= 0;
        s_axi_bvalid <= 0;
        rd_req <= 0;
        wr_req <= 0;
        read_addr <= 0;
        write_addr <= 0;
        write_data <= 0;
        rx_out_pos <= 0;
        tx_inp_pos <= 0;
        irq_enable <= 0;
        interrupt <= 0;
        xon_xoff_inp <= 0;
        tx_stop <= 0;
    end else begin
        interrupt <= (irq_enable[0] && rx_irq) || (irq_enable[1] && tx_irq);
        if (s_axi_arready && s_axi_arvalid) begin
            read_addr <= s_axi_araddr;
            rd_req <= 1;
        end
        if (s_axi_rvalid && s_axi_rready) begin
            s_axi_rvalid <= 0;
        end else if (!s_axi_rvalid && rd_req) begin
            s_axi_rdata <= 0;
            if (read_addr[15:4] == 0) begin
                case (read_addr[3:0])
                4'h00: if (!rx_empty) begin s_axi_rdata[7:0] <= rx_buf[rx_out_pos]; rx_out_pos <= rx_out_nxt; end
                4'h08: s_axi_rdata[4:0] <= { !CTSn, tx_full, tx_empty, rx_full, !rx_empty };
                4'h0c: s_axi_rdata[6:4] <= { tx_stop, irq_enable };
                default: ;
                endcase
            end
            s_axi_rresp <= 0;
            s_axi_rvalid <= 1;
            rd_req <= 0;
        end
        if (s_axi_awready && s_axi_awvalid) begin
            write_addr <= s_axi_awaddr;
            wr_req[0] <= 1;
        end
        if (s_axi_wready && s_axi_wvalid) begin
            write_data <= s_axi_wdata;
            wr_req[1] <= 1;
        end
        if (s_axi_bvalid && s_axi_bready) begin
            s_axi_bvalid <= 0;
        end else if (!s_axi_bvalid && wr_req == 2'b11) begin
            if (write_addr[15:4] == 0) begin
                case (write_addr[3:0])
                4'h04:
                    if (write_data[8] != 0) begin
                        xon_xoff_inp <= write_data[7:0];
                    end else if (!tx_full) begin
                        tx_buf[tx_inp_pos] <= write_data[7:0];
                        tx_inp_pos <= tx_inp_nxt;
                    end
                4'h0c:
                    begin
                        if (write_data[0]) begin rx_out_pos <= rx_inp_pos; end
                        if (write_data[1]) begin tx_inp_pos <= tx_out_pos; end
                        irq_enable <= write_data[5:4];
                        tx_stop <= write_data[6];
                    end
                default:
                    ;
                endcase
            end
            s_axi_bresp <= 0;
            s_axi_bvalid <= 1;
            wr_req <= 0;
        end
    end
end
endmodule
==> /design/flow/run.sh <==
#!/bin/bash
# OpenROAD 26Q1-2900-gdf79404cd8, Yosys 0.63+post, stock flow scripts
make -C /OpenROAD-flow-scripts/flow DESIGN_CONFIG=/design/flow/config.mk WORK_HOME=/design/flow/orfs finish
==> /design/flow/config.mk <==
export PLATFORM = sky130hd
export DESIGN_NAME = Uart
export DESIGN_NICKNAME = Uart
export VERILOG_FILES = /design/flow/design.v
export SDC_FILE = /design/flow/constraint.sdc
export NUM_CORES = 4
export LEC_CHECK = 1
export CORE_UTILIZATION = 30
==> /design/flow/constraint.sdc <==
current_design Uart

set clk_period 4.1
set clk_io_pct 0.2

create_clock -name clk0 -period $clk_period [get_ports {clock}]

set non_clock_inputs [all_inputs -no_clocks]
set_input_delay [expr $clk_period * $clk_io_pct] -clock clk0 $non_clock_inputs
set_output_delay [expr $clk_period * $clk_io_pct] -clock clk0 [all_outputs]
==> impl_metrics.ini <==
; physical design summary
[run_status]
status = completed

[logic_synthesis]
synth.avg_cell_area_sq_um = 13.92
largest_area_cell = edfxtp_1
synth_stat.cells = 1232
syn_area_sq_mm = 0.01715
top_cell_area_share_pct = 47.62
edf_count = 272
yosysSeqAreaShare_pct = 65.36
synth_top_flop_cell = edfxtp_1
topCellsByArea = edfxtp_1, dfxtp_1, mux4_2, nand2_1, nor2_1
synth_cells = 1232
yosysWarningCount = 1
ys_async_sr_fraction_pct = 0
yosysUniqueCellTypes = 59
yosys-stat-area_sq_mm = 0.01715
synth_flops = 424

[floorplanning]
fp.dieH_um = 241.1
ioPinCount = 117
fp-utilization_pct = 30.42
coreArea_sq_mm = 0.05639
die_w_um = 241.1
rows = 87
dieArea_sq_mm = 0.05814

[drt]
vias_per_cell = 4.647
dr.pass1.iters = 4
num_antenna_cells = 0
drt_first_iter_violations = 502
num_vias = 9800
totalWireLength_mm = 36.03
wire_per_inst_um = 17.08
drc = 0
drtAntennaViolNets = 0

[critical_path]
startpoint_type = flop
r2r-start = write_addr[12]$_SDFFE_PP0P_
r2r_slack_ns = 1.12
worstPathCellList = nor4_1 -> nand4_1 -> or2_1 -> nor3_1 -> nand3_1 -> nor2_1
path_buffers = 0
slowest_stage = nor2_1
endpoint_kind = flop
critPathKind = flop to flop
crit_family = simple AND/OR/NAND/NOR gates
cp_data_required_time_ns = 4.29
arrival_ns = 3.16
cp_max_fo = 8
rr_worst_depth = 6
max_stage_delay_ns = 0.68
r2r_end = tx_buf[14][2]$_DFFE_PP_

[cts]
tritoncts = done
cts-buffers-inserted = 44
cts_resized = 0
root_buffer = clkbuf_16
clockBufferDepth = 3
clk_latency_ns = 0.58
holdBufCountCts = 0
cts.htree.levels = 2
path_clk_slew_ns = 0.06
cts.sinks = 424
post-cts-setup-buffers = 0

[global_route]
gr-usage-all-layers_pct = 13.42
antenna_found_initial = 1
grt_pass1_vias = 9935
grt_pass1_wl_mm = 55.98
grt_overflow_total = 0
grt_max_degree = 64

[final_layout]
final_area_sq_mm = 0.02003
drive_above_1_share_pct = 14.34
syn_to_final_growth_pct = 16.76
fin_cells = 2109

[timing]
max_freq_ghz = 0.3361
hold_viol_final = 0
setup_viol = 0
rsz0062_at_grt = no
slew_headroom_pct = 37.97
setup_tns_ns = 0
skew_ns = 0.02744
tightest_slew_ns = 0.9243
period_used_pct = 72.57
slew_violations = 0
fin_crit_ns = 2.976

[job]
maxCapViolCount = 0
openroad.warnings = 54

[min_path]
hp-start = reset_sync[1]$_DFF_P_
min_path_cells = 0
hold_end = reset_sync[2]$_DFF_P_
hold_path.class = flop to flop

[power_and_ir_drop]
power_density_mw_per_mm2 = 431.7
irDropWorstVdd_uv = 275.6
p_leak_nw = 6.612

[place]
dpl_cell_area_sq_mm = 0.01866
placed_cells_incl_taps = 2028
place_congestion = 0.8227
port_buffers = 65
dpl.hpwl_mm = 24.09
final cells by class:
class / count / area (sq um)
fillers: 5363 / 36360
flip-flops and latches: 424 / 11220
multi-input cells: 727 / 5508
clock buffers: 63 / 1216
well taps: 756 / 945.9
repair buffers: 95 / 888.4
clock inverters: 18 / 153.9
inverters: 26 / 97.59
where the power goes:
| group | leakage (nW) | internal (mW) | switching (mW) |
|---|---|---|---|
| Combinational | 2.24 | 0.102 | 0.133 |
| Clock | 0.661 | 2.15 | 1.64 |
| Sequential | 3.71 | 4.56 | 0.0601 |
placed cells by master, fill, tap and decap left out, drive strengths merged, types with 21 or more instances in the layout:
| cell type | instances |
|---|---|
| nand2 | 141 |
| inv | 27 |
| clkdlybuf4s50 | 65 |
| conb | 28 |
| nor2 | 121 |
| nand3 | 32 |
| xor2 | 23 |
| dfxtp | 152 |
| clkbuf | 63 |
| nor4 | 21 |
| buf | 30 |
| mux2i | 33 |
| edfxtp | 272 |
| a21oi | 68 |
| mux4 | 80 |
| xnor2 | 29 |
worst max-delay path by stage:
stage,startpoint,to,slack (ns),cells past startpoint
finish,write_addr[12]$_SDFFE_PP0P_,tx_buf[14][2]$_DFFE_PP_,1.12,6
global route,write_addr[12]$_SDFFE_PP0P_,tx_buf[11][3]$_DFFE_PP_,0.87,6
CTS,write_addr[12]$_SDFFE_PP0P_,tx_buf[13][2]$_DFFE_PP_,1.14,6
Yosys cell counts, drive strengths merged, types with 21 or more instances:
cell type	n
xor2	23
inv	23
a21oi	68
mux4	80
nand2	141
dfxtp	152
clkbuf	35
xnor2	29
edfxtp	272
nor4	21
nand3	32
buf	47
mux2i	33
nor2	121
registers in the layout, summed over array words and instances (netlist names), 8 cells and up, named ones only:
name / flops
rx_buf: 128
tx_buf: 128
read_addr: 16
rx_phase: 16
tx_phase: 16
write_addr: 16
rx_state: 10
tx_state: 10
write_data: 9
rx_rg: 8
s_axi_rdata: 8
tx_rg: 8
xon_xoff_inp: 8
xon_xoff_out: 8
metal layers:
layer / global-route usage, % / vias to the layer above / share of wire (%)
met5: 0.9259 / - / 0.24
met4: 1.995 / 4 / 1.8
met3: 6.070 / 53 / 9.7
met2: 20.80 / 308 / 47
met1: 18.34 / 4750 / 41
li1: - / 4685 / -
through the flow:
stage / worst slack (ns) / utilization (%) / power [mW] / hold slack, ns
CTS: 1.137 / 35.52 / 8.764 / 0.3265
floorplan: 1.689 / - / 4.835 / 0.3096
detailed placement: 1.143 / 33.09 / 4.951 / 0.3135
global placement: 1.161 / 33.09 / 4.947 / 0.3133
finish: 1.124 / 35.52 / 8.647 / 0.3255
global route: 0.8736 / 35.52 / 8.952 / 0.3384
kinds of logic after synthesis:
family	Yosys count	share of synthesized area, %
other cells	1	0.02186
flops	424	65.36
compound gates	112	3.910
buf+inv	108	3.122
xor+xnor	52	2.655
fa+ha+maj	15	1.094
simple gates	398	10.82
mux	122	13.02
worst register-to-register path, stage by stage, from the launching register on:
cell     delay [ns]
dfxtp_1        0.31
nor4_1         0.45
nand4_1        0.27
or2_1          0.34
nor3_1         0.34
nand3_1        0.22
nor2_1         0.68
Power figures rest on the tool's default switching activity, not on a simulated workload.
